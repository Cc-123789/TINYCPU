## flow/design.v

```verilog
`timescale 1ns / 1ps
module Done_gate (
    input [31:0] data_in,
    output  done
);
    wire [31:0] data_out;
    genvar i;
    for ( i=0 ; i < 32 ; i = i + 1) begin
        assign data_out[i] =  data_in[i] == 0 ? 0 
                            : data_in[i] == 1 ? 0 : data_in[i];
    end
    assign done = ( data_out == 0 ) ? 1 : 0;
endmodule
`timescale 1ns / 1ps
 module Multiplier (
  input                           mul_en,
  input       [31:0]         op1,
  input       [31:0]         op2,
  output                       done,
  output   [63:0]  result_mul  
 );
wire[31:0] operand_1[31:0];
wire[31:0] operand_2[32-2:0];
wire[31:0] cout;
wire[31:0] temp_1[31:0];
wire[31:0] temp_op1;
wire[31:0] temp_op2;
wire[32-2:0] temp_sum;
wire[63:0] temp_result;
Done_gate done_gate(
  .data_in(cout),
  .done(done)
);
assign cout[0] = 0;
assign temp_op1 = op1[32-1] ? ~ op1 + 1 : op1;
assign temp_op2 = op2[32-1] ? ~ op2 + 1 : op2;
genvar i,j;
for ( i = 0 ;i < 32 ; i=i+1 ) begin
	assign operand_1[i] = { cout[i] , temp_1[i][32-1:1] };
end
for ( i = 0 ; i < 32 -1 ; i = i + 1) begin
	for ( j= 0 ; j <32 ; j = j+1) begin
		assign operand_2[i][j] = temp_op1[j] & temp_op2[i+1];
	end
end 
for ( i = 0 ; i < 32 ; i = i + 1) begin
	assign temp_1[0][i] = temp_op1[i] & temp_op2[0];
end 
for( i=0; i < 32 - 1; i=i+1) begin
    rca u_rca(
		.op1( operand_1[i] ),
		.op2( operand_2[i] ),
		.sum( temp_1[i+1] ),
		.cout( cout[i+1] )
    );
end
for ( i = 0;i<32-1;i=i+1) begin
	assign temp_sum[i] = temp_1[i][0];
end
assign temp_result = {cout[31],temp_1[31],temp_sum};
assign result_mul = ( op1[32-1] ^ op2[32-1] ) ? ~temp_result + 1 : temp_result;
endmodule
`timescale 1ns / 1ps
module full_adder(
    input a,
    input b,
    input cin,
    output cout,
    output s
);
assign s = a ^ b ^ cin;
assign cout = a & b | ( cin & (a ^ b) );
endmodule
`timescale 1ns / 1ps
module rca (
    input  [31:0] op1,
    input  [31:0] op2,
    output [31:0] sum,
    output cout
);
wire [32:0] temp;
assign temp[0] = 0;
genvar i;
for( i=0; i<32; i=i+1) begin
    full_adder u_full_adder(
        .a      (   op1[i]     ),
        .b      (   op2[i]     ),
        .cin    (   temp[i]    ),
        .cout   (   temp[i+1]  ),
        .s      (   sum[i]     )
    );
end
assign cout = temp[32];
endmodule
```

## flow/run.sh

```bash
#!/bin/bash
# OpenROAD 26Q1-2900-gdf79404cd8, Yosys 0.63+post, stock flow scripts
make -C /OpenROAD-flow-scripts/flow DESIGN_CONFIG=/design/flow/config.mk WORK_HOME=/design/flow/orfs finish
```

## flow/config.mk

```make
export PLATFORM = sky130hd
export DESIGN_NAME = Multiplier
export DESIGN_NICKNAME = Multiplier
export VERILOG_FILES = /design/flow/design.v
export SDC_FILE = /design/flow/constraint.sdc
export NUM_CORES = 4
export LEC_CHECK = 1
export CORE_UTILIZATION = 50
```

## flow/constraint.sdc

```tcl
current_design Multiplier

set clk_period 90.9
set clk_io_pct 0.2

create_clock -name clk0 -period $clk_period

set non_clock_inputs [all_inputs -no_clocks]
set_input_delay [expr $clk_period * $clk_io_pct] -clock clk0 $non_clock_inputs
set_output_delay [expr $clk_period * $clk_io_pct] -clock clk0 [all_outputs]
```

==> flow_summary_export.csv <==
group,metric,value,unit
outcome,status,"finished clean",
cells_and_area,n_sequential_cell,0,
worst_hold_path,hold_start,"op1[0]",
sta,min_period,81.37,ns
job,max-cap-violations,0,
global_routing,grt_pass1_vias,20430,
sta,maxSlewHeadroom,37.23,%
drt,routed_wl,46.71,mm
placement,io_buffer_count,128,
synth,simple_gate_share,17.85,%
worst_setup_path,critPathMaxStageDelay,0.58,ns
synth,ys_sh_mux,0,%
worst_setup_path,cp_max_fo,32,
global_routing,grt.busiest_layer,"met2",
global_routing,grt_first_pass_wirelength,90.60,mm
sta,rsz0062_at_grt,"false",
cells_and_area,regArea,0,sq um
sta,slew_violations,0,
synth,syn_inst,2797,
worst_setup_path,cp_num_buf_inv,7,
floorplan,die_w,238.6,um
synth,ys_cells,2797,
worst_hold_path,hold-path-endpoint,"result_mul[0]",
floorplan,die_h,238.6,um
synth,top_logic_kind,"adder cells",
sta,fmax,12.29,MHz
synth,syn_avg_cell_area,10.01,sq um
sta,period_used_share,89.52,%
synth,aoi_share,2.749,%
floorplan,num_io_pins,130,
cells_and_area,nClkBuffers,0,
drt,drc,0,
worst_setup_path,cpMostUsedCell,"fa_1",
global_routing,globalRouteMet1Util,32.30,%
cts,postCtsSetupBuffers,0,
sta,setup_viol,0,
cts,ctsHoldBuffers,0,
floorplan,rows,86,
worst_setup_path,critPathLaunchType,"primary input",
cells_and_area,drive_gt1_share,6.176,%
cts,cts_resized,0,
drt,wire_per_inst,13.22,um
worst_setup_path,end_kind,"output port",
synth,yosysChipArea,27990,sq um
drt,dr_total_vias,18350,
global_routing,use_met2,34.25,%
worst_setup_path,crit_slowest_cell,"o21a_1",
synth,synth_xor_xnor_area_share,3.818,%
floorplan,die_area,56930,sq um
job,warning_count,33,
drt,vias_per_cell,5.194,
worst_setup_path,arrival,63.19,ns
worst_setup_path,cp_data_required_time,72.72,ns
global_routing,met3_usage,4.349,%
cells_and_area,area_growth,8.274,%
drt,first_pass_iters,9,
floorplan,core-area,55200,sq um
global_routing,grt_util_all_layers,20.55,%
worst_setup_path,critical_path_class,"primary input to output port",
cells_and_area,fillers,4754,
synth,ys_seq_share,0,%
placement,place_congestion,0.9183,
worst_setup_path,critPathTopFamily,"adder cells",
drt,antenna_cells,0,
floorplan,initial_utilization,50.70,%
synth,ys_types,46,
global_routing,antenna_found_initial,1,
drt,ant_nets,0,
drt,drt_iter0_markers,447,
worst_hold_path,min_path_type,"primary input to output port",
synth,fa_ha_area_share,70.23,%
global_routing,grt_max_degree,53,
global_routing,grt_remaining_overflow,0,
synth,synth_area,27990,sq um
synth,ys.warnings.count,1,
sta,tightest_slew,0.9330,ns
worst_hold_path,hold_depth,4,
placement,dp_hpwl,44.22,mm
sta,hold_viol,0,
sta,setup_tns,0,ns
## per-stage QoR
step,cell area (sq um),instances,util (%),setup slack (ns),hold slack (ns)
after detailed placement,30310,3533,54.90,9.213,37.51
after CTS,30310,3533,54.90,9.219,37.51
after global placement,30310,3533,54.90,9.465,37.50
final,30310,3533,54.90,9.527,37.50
after global routing,30310,3533,54.90,7.329,37.55
after floorplan,27990,2797,-,11.81,36.43
## Yosys cell counts (all sizes together)
| cell | count | share of area, % |
|---|---|---|
| o21a | 2 | 0.054 |
| ha | 35 | 1.6 |
| a21oi | 17 | 0.30 |
| nor2b | 2 | 0.045 |
| clkbuf | 161 | 2.2 |
| or2 | 24 | 0.54 |
| nand4b | 2 | 0.063 |
| a31oi | 19 | 0.42 |
| o31ai | 30 | 0.93 |
| a211oi | 1 | 0.027 |
| xnor2 | 20 | 0.63 |
| o41ai | 11 | 0.48 |
| nor4 | 23 | 0.61 |
| conb | 1 | 0.013 |
| inv | 165 | 2.2 |
| nor2 | 981 | 13 |
| a41oi | 6 | 0.19 |
| xor2 | 102 | 3.2 |
| or4b | 1 | 0.036 |
| o21ai | 14 | 0.25 |
| nand2 | 35 | 0.47 |
| and4b | 1 | 0.036 |
| nor4b | 1 | 0.031 |
| a21boi | 2 | 0.054 |
| or4 | 7 | 0.20 |
| nand4 | 7 | 0.18 |
| nand3b | 3 | 0.080 |
| o41a | 1 | 0.040 |
| nor3b | 1 | 0.027 |
| nand3 | 6 | 0.11 |
| buf | 50 | 0.97 |
| fa | 960 | 69 |
| nand2b | 67 | 1.5 |
| or3 | 8 | 0.18 |
| nor3 | 31 | 0.59 |
## cells in the final DEF, fill, tap and decap left out, drive strengths merged
master	netlist	layout
or3	8	8
a211oi	1	1
o41ai	11	11
conb	1	1
clkdlybuf4s50	0	128
o41a	1	1
or4	7	7
nor2b	2	2
nand4b	2	2
nand2	35	35
a41oi	6	6
ha	35	35
inv	165	165
xnor2	20	20
nand4	7	7
o21a	2	2
a31oi	19	19
buf	50	71
fa	960	960
nor4	23	23
or4b	1	1
nand2b	67	67
nor3b	1	1
a21oi	17	17
nor3	31	31
o31ai	30	30
nand3	6	6
a21boi	2	2
o21ai	14	14
nor2	981	981
xor2	102	102
nand3b	3	3
nor4b	1	1
and4b	1	1
or2	24	24
## worst max-delay path by stage
stage / start / endpoint / slack, ns / cells after the start
after global routing: op1[0] / result_mul[63] / 7.33 / 105
after CTS: op1[0] / result_mul[63] / 9.22 / 105
final: op1[0] / result_mul[63] / 9.53 / 105
## cell families after synthesis
logic type | after synthesis
other cells | 1
compound gates | 103
fa+ha+maj | 995
buf+inv | 376
xor+xnor | 122
simple gates | 1200
## layer usage
layer	routed length [um]	part of all wire, %
met1	19670	42
met2	23910	51
met3	2862	6.1
met4	272	0.58
met5	0	0
## final cells by class
type | count | area (sq um) | share of cell area [%]
Inverter | 165 | 619.3 | 2.044
Multi-Input combinational cell | 2421 | 26940 | 88.88
Tap cell | 748 | 935.9 | 3.088
Timing Repair Buffer | 199 | 1814 | 5.987
