File: /design/flow/run.sh
#!/bin/bash
# OpenROAD 26Q1-2900-gdf79404cd8, Yosys 0.63+post, stock flow scripts
make -C /OpenROAD-flow-scripts/flow DESIGN_CONFIG=/design/flow/config.mk WORK_HOME=/design/flow/orfs finish
File: /design/flow/design.v
`timescale 1ns / 1ps
module RegFile(
  input                       clk,
  input                       rst,
  input                       read_en_1,
  input       [4:0] read_addr_1,
  output  reg [31:0]     read_data_1,
  input                       read_en_2,
  input       [4:0] read_addr_2,
  output  reg [31:0]     read_data_2,
  input                       write_en,
  input       [4:0] write_addr,
  input       [31:0]     write_data
);
  (*dont_touch = "true"*) reg[31:0] registers[0:31];
  wire forward_flag;
  assign forward_flag = ( write_addr != 0 );
  integer i;
  always @(posedge clk) begin
    if (rst) begin
      for (i = 0; i < 32; i = i + 1) begin
        registers[i] <= 0;
      end
    end
    else if ( write_en && |write_addr && write_addr!=5'b11000) begin
      registers[write_addr] <= write_data;
    end
  end
  always @(*) begin
    if (rst) begin
      read_data_1 <= 0;
    end
    else if (read_addr_1 == write_addr && write_en && read_en_1 && forward_flag) begin
      read_data_1 <= write_data;
    end
    else if (read_en_1) begin
      read_data_1 <= registers[read_addr_1];
    end
    else begin
      read_data_1 <= 0;
    end
  end
  always @(*) begin
    if (rst) begin
      read_data_2 <= 0;
    end
    else if (read_addr_2 == write_addr && write_en && read_en_2 && forward_flag) begin
      read_data_2 <= write_data;
    end
    else if (read_en_2) begin
      read_data_2 <= registers[read_addr_2];
    end
    else begin
      read_data_2 <= 0;
    end
  end
endmodule  
File: /design/flow/config.mk
export PLATFORM = sky130hd
export DESIGN_NAME = RegFile
export DESIGN_NICKNAME = RegFile
export VERILOG_FILES = /design/flow/design.v
export SDC_FILE = /design/flow/constraint.sdc
export NUM_CORES = 4
export LEC_CHECK = 1
export CORE_UTILIZATION = 50
File: /design/flow/constraint.sdc
current_design RegFile

set clk_period 15.9
set clk_io_pct 0.2

create_clock -name clk0 -period $clk_period [get_ports {clk}]

set non_clock_inputs [all_inputs -no_clocks]
set_input_delay [expr $clk_period * $clk_io_pct] -clock clk0 $non_clock_inputs
set_output_delay [expr $clk_period * $clk_io_pct] -clock clk0 [all_outputs]
==> summary.txt <==
outcome: complete, no violations
PwrDens: 106 mW/mm^2
Sw Pwr: 1.58 mW
Final Hold Vio Count: 0
core area: 0.108 sq mm
Fmax achieved: 0.0967 GHz
fin crit share: 65.1%
largest net degree at the start of global routing: 92
Leak Pwr: 21.0 nW
unrepaired setup endpoints after global routing: no
TritonCTS clock tree: yes
DR vias: 33000
Hold Path Cell Cnt: 1
Reg power frac: 49.4%
post-CTS setup buffers: 0
Layout area overhead: 11.9%
pins over their slew limit: 0
YS chip area: 0.0546 sq mm
WL/cell: 36.7 um
ys cells: 3452
Clock Tree Buf Depth: 3
setup TNS: 0 ns
Routed Wire Length: 185000 um
min Tclk post-route: 10.34 ns
sequential share of the synthesized area: 56.3%
Worst VDD drop: 0.0988 mV
ys flops: 1024
count of buffers from port buffering: 115
Most flops, register: registers
post-CTS resize count: 0
crit path DRT: 12.72 ns
Comb pwr share: 12.0%
crit-path max FO: 91
Sw Share: 24.4%
Async S/R FF share, synth: 0%
Worst-path clk slew: 0.06 ns
htree depth: 3
Worst EP arrival: 7.16 ns
ys flop type: edfxtp_1
dpl cell area: 0.0576 sq mm
initial antenna violation count: 11
RePlAce Congestion: 0.901
max FFs per register: 1024
Max-slew headroom: 26.8%
Worst Max-Slew Pin Slew: 1.09 ns
HP Class: input pin to flop
Total GRT Usage: 38.0%
post-detail-place hpwl: 105000 um
Num CTS Buffers: 112
Largest regs: registers (1024)
Int Power: 4.90 mW
clk root buf: clkbuf_16
Die X: 333 um
hold buffers post-CTS: 0
Yosys Warn Count: 1
Hold Path End: registers[0][29]$_SDFFCE_PN0P_
Cell variety after synth: 42
Mean Syn Cell Area: 15.8 sq um
GRT Residual Overflow: 0
tool warnings: 27
io pins: 116
synthesized cell area: 0.0546 sq mm
via/cell ratio: 6.58
Final Cell Area: 0.0611 sq mm
vias in the first global route: 36200
die area: 0.111 sq mm
number of flops mapped to enable cells by yosys: 1024
first-pass GRT wire length: 262000 um
clock network fraction of total power: 38.6%
critical path class: input pin to output pin
Setup crit start kind: input pin
MaxCap Viol Count: 0
endpoints failing setup: 0
FP Util: 50.7%
layout cells sized above 1: 24.9%
crit path capture type: output pin
row count: 120
clock sink total: 1024
Chip Height: 333 um
initial DRC count: 2276
post-route ant nets: 0
hold path startpoint: rst
DRT Pass-1 Iters: 6
cell count after synthesis: 3452
drt drc: 0
-- cell usage in the layout, fill, tap and decap left out, types with 5 or more instances in the layout --
| cell type | n |
|---|---|
| a222oi_1 | 62 |
| a22o_1 | 62 |
| and2_1 | 960 |
| buf_4 | 152 |
| buf_8 | 5 |
| bufinv_16 | 8 |
| clkbuf_1 | 36 |
| clkbuf_16 | 113 |
| clkdlybuf4s50_1 | 108 |
| clkinv_1 | 24 |
| clkinv_2 | 19 |
| conb_1 | 64 |
| diode_2 | 13 |
| edfxtp_1 | 1024 |
| mux2i_1 | 192 |
| mux4_2 | 511 |
| nand2_1 | 8 |
| nand3b_1 | 7 |
| nor2_1 | 69 |
| nor2_2 | 28 |
| o21ai_4 | 30 |
| o22ai_1 | 62 |
| xnor2_1 | 7 |
-- power groups by stage --
stage / clock network [mW] / logic (mW) / registers [mW]
after global routing: 2.63 / 0.814 / 3.22
after CTS: 2.54 / 0.767 / 3.20
final: 2.50 / 0.777 / 3.20
-- layout make-up --
cell class | instances | area, sq um
Clock buffer | 149 | 2960
Timing Repair Buffer | 269 | 2370
Inverter | 1 | 3.75
Sequential cell | 1024 | 30700
Antenna cell | 13 | 32.5
Multi-Input combinational cell | 2104 | 22700
Clock inverter | 60 | 531
Tap cell | 1403 | 1760
Fill cell | 7896 | 46500
-- critical path, cell delays in order --
cell and delay (ns):
buf_8 0.39, buf_4 0.73, buf_12 0.56, mux4_2 0.33, mux2i_1 0.13, a222oi_1 0.94
a22o_1 0.25, clkdlybuf4s50_1 0.48
-- synth_stat cells, drive strengths merged, types with 2 or more instances --
cell / n / share of area, %
buf: 149 / 1.8
nand3: 4 / 0.037
nand4: 2 / 0.023
mux2i: 192 / 3.5
clkbuf: 237 / 1.6
o21ai: 32 / 0.29
a222oi: 62 / 1.1
and2: 960 / 11
nand3b: 7 / 0.096
xnor2: 8 / 0.14
a22o: 62 / 0.99
o22ai: 62 / 0.71
nor3: 2 / 0.039
nor2: 101 / 0.69
edfxtp: 1024 / 56
o211ai: 2 / 0.027
nand2: 8 / 0.055
a211oi: 2 / 0.027
xor2: 3 / 0.048
nor2b: 7 / 0.080
mux4: 511 / 21
-- stage by stage --
stage / hold slack (ns) / util (%) / setup slack [ns] / power (mW) / instances
final: 3.00 / 56.8 / 5.56 / 6.48 / 5023
after global routing: 2.98 / 56.8 / 5.32 / 6.66 / 5014
after CTS: 2.97 / 56.8 / 5.61 / 6.50 / 5010
after detailed placement: 3.71 / 53.5 / 5.64 / 4.01 / 4801
after global placement: 3.70 / 53.5 / 5.62 / 4.00 / 4801
after floorplan: 3.38 / - / 8.12 / 3.72 / 3515
-- worst max-delay path by stage --
stage | start | endpoint | slack (ns) | cells after the start
after CTS | read_addr_1[0] | read_data_1[19] | 5.61 | 9
after global routing | read_addr_1[0] | read_data_1[19] | 5.32 | 9
final | read_addr_1[2] | read_data_1[9] | 5.56 | 8
-- kinds of logic after synthesis --
group	Yosys count	share of synthesized area [%]
simple gates	1098	12.1
mux	704	24.6
other cells	1	0.00687
flops	1024	56.3
xor+xnor	11	0.190
compound gates	227	3.31
buf+inv	387	3.45
-- layer usage --
| layer | wire [um] | part of all wire, % | up-vias | track usage [%] |
|---|---|---|---|---|
| met3 | 38900 | 21 | 452 | 34.0 |
| met5 | 868 | 0.47 | - | 7.03 |
| met2 | 79600 | 43 | 2931 | 49.8 |
| met4 | 7420 | 4.0 | 26 | 12.2 |
| li1 | - | - | 13600 | - |
| met1 | 57700 | 31 | 16100 | 46.2 |
Power is estimated from default activity; no workload was simulated.
